--- flow/design.v ---
`timescale 1ns / 1ps
module mux4to1(
    input [31:0] In0,
    input [31:0] In1,
    input [31:0] In2,
    input [31:0] In3,
    input [1:0] Sel,
    output reg [31:0] Out
    );
    always @(*) begin
        case (Sel)
            2'b00: Out = In0;
            2'b01: Out = In1;
            2'b10: Out = In2;
            2'b11: Out = In3;
            default:  Out= In0;
        endcase
    end 
endmodule
--- flow/run.sh ---
#!/bin/bash
# OpenROAD 26Q1-2900-gdf79404cd8, Yosys 0.63+post, stock flow scripts
make -C /OpenROAD-flow-scripts/flow DESIGN_CONFIG=/design/flow/config.mk WORK_HOME=/design/flow/orfs finish
--- flow/config.mk ---
export PLATFORM = sky130hd
export DESIGN_NAME = mux4to1
export DESIGN_NICKNAME = mux4to1
export VERILOG_FILES = /design/flow/design.v
export SDC_FILE = /design/flow/constraint.sdc
export NUM_CORES = 4
export LEC_CHECK = 1
export CORE_AREA = 10 10 76 76
export DIE_AREA = 0 0 86 86
--- flow/constraint.sdc ---
current_design mux4to1

set clk_period 1.1
set clk_io_pct 0.2

create_clock -name clk0 -period $clk_period

set non_clock_inputs [all_inputs -no_clocks]
set_input_delay [expr $clk_period * $clk_io_pct] -clock clk0 $non_clock_inputs
set_output_delay [expr $clk_period * $clk_io_pct] -clock clk0 [all_outputs]
==> notes.md <==
Results of the run.

The sort of element at the end of the critical path is an output pin. The xor and xnor fraction of the mapped netlist area is 0%. The required time at the worst-slack endpoint is 880 ps. Subtracting the final worst setup slack from the clock period gives 1391 ps.

The area fraction in and, or, nand and nor cells after synthesis is 0%. Dividing the synthesized area by the synthesized cell count gives 20.89 sq um. After filler insertion, the fill cell instance count of the layout stands at 389. Per the post-route antenna check, the number of violating nets is 0. The number of design-rule violations left by the first detailed-router iteration is 47.

For this run, the total global-route usage over all layers was measured as 16.07%. The maximum fanout along the worst path is 8. The power density over the cells is 331.1 mW/mm^2. The cell count listed in synth_stat.txt is 39.

The checks that failed: negative setup slack. Setup repair after global routing could not meet its margin everywhere. Among logic cells in the layout, the one with the most instances is dlygate4sd2_1.

After synthesis, the share of cell area in mux cells is between 80% and 90%. In this run the horizontal extent of the chip is 86 um. The type recorded for the worst min-delay path is in -> out. The highest supply drop recorded on VDD is around 150 uV. The cell family contributing the most delay on the critical path is multiplexers. The number of global-route vias before repair came to 1412. At the floorplan stage, the core utilization is reported as 19.79%. The number of iterations in the first detailed-routing pass is 4. The highest achievable clock rate is 719.0 MHz. The largest family of logic cells by area is multiplexers. Recorded from the global router log, the overflow total was 0. The area taken by sequential standard cells is reported as 0 sq um.

The first global-routing pass estimated between 8000 and 9000 um of wire. The leakage power summed over all cells is 1.154 nW. The count of input and output buffers is 162. 0 antenna diodes ended up in the layout.

The minimum setup slack after placement is -849.1 ps. The post-route fraction of the period consumed by the critical path is 126.4%. The post-synthesis compound-gate area fraction is 0%. Ranking logic cells in the layout by count gives the top entries dlygate4sd2_1, mux4_2, buf_2. In the post-route analysis, the smallest setup slack over all paths is -290.8 ps. The area of combinational cells with multiple inputs is 720.7 sq um.

The total count of hold-check failures in the final report is 0. The endpoint of the worst hold path is reported as Out[26]. The sequential cell count of the final layout is 0. The run finished, with violations left. Max-slew check failures listed in the final report amount to 0. The routability congestion estimate is a little under 0.9. The arrival time of data at the critical path endpoint is roughly 1200 ps.

The final-report setup violation count is 32. The share of the yosys chip area belonging to registers is 0%. The most repeated library cell on the critical path is buf_12.

The number of warnings issued by yosys is 1. For this block, the via count after detailed routing is 1202. Yosys reports a chip area of 814.5 sq um. Summing the areas of all fa, ha and maj instances in the mapped netlist gives 0% of the synthesized area. Checking max transition, the worst relative margin is slightly above 90%. The area growth from synthesis to layout is 186.0%. For this design the top-level I/O count stands at 162. The number of distinct standard cells referenced by the synthesized netlist is 5.

The buffers plus inverters on the worst setup path is 4. The launch instance of the worst min-delay path is In2[26]. For reference, the most critical setup path is categorized as in -> out.

The wire length reported by the detailed router is 6049 um. The number of max-cap violations is 0. The cell count of the worst hold path is 3.

The height of the die is 86 um. The number of antenna violations at the first check in global routing came to 0. The worst setup path is launched from an input pin. The final setup TNS is -7326 ps.

The floorplan core area is between 0.004 and 0.005 sq mm. Traced cell by cell, the critical path runs through buf_12 -> buf_12 -> buf_6 -> mux4_2 -> buf_2. The number of remaining DRC errors is 0. In this run the full chip footprint comes out at 0.007396 sq mm. The average wire length per cell after detail routing is 23.36 um. The longest individual stage delay on the worst path is 490 ps. OpenROAD emitted warnings numbering 36. The slowest cell on the critical path is mux4_2. The fraction of layout instances using a drive strength above 1 is 38.76%.

The transition at the pin with the smallest max-transition slack is 101.4 ps. The instance tally after logic synthesis is 39. After layout, the clock buffer instance count stands at 0. In the placement report, post-DP HPWL is listed as 5275 um. The maximum number of pins on one net before global-route repair is 17. In this run the core area contains 23 standard-cell rows. The mapped cell area is 814.5 sq um. In the routed layout, each cell is associated on average with a via count of 4.641.
## where the power goes
group / switching (mW) / internal, mW
Clock: 0 / 0
Combinational: 0.195 / 0.576
Sequential: 0 / 0
## through the flow
step           util (%)  area (sq um)  hold WS, ps  power [mW]  cells
2_1_floorplan         -         823.3        526.4      0.2608     39
3_3_place_gp      60.14          2475         1341      0.9797    248
3_5_place_dp      60.14          2475         1345      0.9849    248
4_1_cts           56.31          2317        928.0      0.7866    258
5_1_grt           56.61          2330        861.9      0.8357    259
6_report          56.61          2330        817.6      0.7713    259
## Yosys cell counts, drive strengths merged
master | number | share of area [%]
buf | 7 | 11
mux4 | 32 | 89
## area by class of cell
type / count / share of cell area [%]
Tap cell: 50 / 2.685
Timing Repair Buffer: 177 / 66.38
Multi-Input combinational cell: 32 / 30.93
## metal layers
layer	up-vias	global-route usage (%)	share of wire (%)
met5	-	0	0
met2	88	29.34	54
met4	0	0	0
met1	565	17.40	33
li1	549	-	-
met3	0	7.722	13
## cells by family after synthesis
logic type	Yosys count
multiplexers	32
buffers and inverters	7
## how the worst max path moves through the flow
| stage | slack [ps] | endpoint | startpoint | cells after the start |
|---|---|---|---|---|
| global route | -340 | Out[0] | Sel[0] | 5 |
| finish | -290 | Out[7] | Sel[0] | 5 |
| CTS | -300 | Out[7] | Sel[0] | 5 |
## worst min-delay path, stage by stage
cell,delay [ps]
dlymetal6s2s_1,80
mux4_2,210
buf_2,90
## timing repair
action / CTS / global route
endpoints found under the setup margin: 32 / 32
buffers inserted: 7 / 1
hold buffers: 0 / 0
pin swaps: 0 / 0
cloned: 3 / 0
resized: 243 / 2
No activity file was given, so power comes from the tool's default toggle rates.

==> design.v <==
`timescale 1ns / 1ps
module mux2to1(
    input [31:0] In0,
    input [31:0] In1,
    input Sel,
    output [31:0] Out
    );
    assign Out = (Sel) ? In1 : In0;
endmodule
==> run.sh <==
#!/bin/bash
# OpenROAD 26Q1-2900-gdf79404cd8, Yosys 0.63+post, stock flow scripts
make -C /OpenROAD-flow-scripts/flow DESIGN_CONFIG=/design/flow/config.mk WORK_HOME=/design/flow/orfs finish
==> config.mk <==
export PLATFORM = sky130hd
export DESIGN_NAME = mux2to1
export DESIGN_NICKNAME = mux2to1
export VERILOG_FILES = /design/flow/design.v
export SDC_FILE = /design/flow/constraint.sdc
export NUM_CORES = 4
export LEC_CHECK = 1
export CORE_AREA = 10 10 71 71
export DIE_AREA = 0 0 81 81
==> constraint.sdc <==
current_design mux2to1

set clk_period 1.0
set clk_io_pct 0.2

create_clock -name clk0 -period $clk_period

set non_clock_inputs [all_inputs -no_clocks]
set_input_delay [expr $clk_period * $clk_io_pct] -clock clk0 $non_clock_inputs
set_output_delay [expr $clk_period * $clk_io_pct] -clock clk0 [all_outputs]
==> run notes <==
Summary of the current implementation state.

- The flow ran to the end, but the final reports show violations.
- The checks that failed: negative setup slack.
- From bottom edge to top edge, the die measures 81 um.
- The depth of the worst hold-timing path is 3, for reference.
- Synthesis produced a netlist whose cell count is 36.
- Cell internal power was estimated by the tool at 0.000487 W.
- For this run, the chip area from Yosys synthesis comes to 544 um2.
- The average wire per standard cell is 15.4 um, for reference.
- The area taken by flip-flops and latches is 0 um2, for reference.
- In this run the cell area measured after placement is 1540 um2.
- The count of nets left with antenna violations after detail routing is 0, for reference.
- After synthesis the cells add up to 544 um2.
- At the placement stage, the worst setup path has a slack of -0.512 ns.
- The DRC violation total left in the routed layout is recorded as 0.
- During placement, the flow inserted port buffers numbering 97.
- The smallest clock period supported by the final layout is computed as 1.18 ns.
- Between the synthesized netlist and the finished layout, the area growth was recorded as 192%.
- IR analysis of the VDD net gives a maximum drop of 0.169 mV.
- Post-route period utilization is reported as 118%.
- The final weighted congestion in routability-driven placement is 0.832, for reference.
- The number of hold buffers added after CTS was 0.
- The largest fanout of any net on the critical path is 6, for reference.
- The final timing report counts setup violations totalling 32.
- The share of total power dissipated in the clock network is 0%.
- The worst relative slew slack is 94.2%, for reference.
- STA classifies the critical path endpoint as an output pin.
- Broken down by cell family, the worst path's largest delay share belongs to buffers and inverters.
- The switching part of the total power is 22.0%, for reference.
- The part of the power in combinational logic is 100.0%, for reference.
- The buffers plus inverters on the worst setup path is 4, for reference.
- Per the layout report, the design carries 0 clock buffers.
- After routing, the total negative slack on setup checks comes to -3.30 ns.
- Once layout is complete, the utilization of the core stands at 43.8%.
- The tool warning count is 34, for reference.
- The leakage power is 0.872 nW, for reference.
- The critical path endpoint has a required time of 0.80 ns.
- In this run the count of I/O pins placed on the die edge is 97.
- Setup repair after global routing could not meet its margin everywhere.
- The initial antenna violation count is 0, for reference.
- The number of max-cap violations is 0, for reference.
- The cell with the largest stage delay on the worst path is sky130_fd_sc_hd__mux2_4, for reference.
- The worst hold path belongs to the class input pin to output pin.
- The switching power is 0.000137 W, for reference.
- After synthesis, the cell types taking the most area are sky130_fd_sc_hd__mux2_4 83%, sky130_fd_sc_hd__buf_12 11%, sky130_fd_sc_hd__mux2_2 4.1%, sky130_fd_sc_hd__buf_6 2.1%.
- The transition time recorded at the tightest slew-check pin is 0.0870 ns.
- Global routing used 7.79% of the available tracks.
- Hold is met by 0.691 ns.
- Wires add up to 2880 um.
- The via count of the first global-routing pass was 764.
- The power report attributes to the sequential group a share of 0%.
- The cell type with the largest total area after synthesis is sky130_fd_sc_hd__mux2_4, for reference.
- The most frequent cell on the critical path is sky130_fd_sc_hd__buf_12, for reference.
- The iteration-0 DRC count of the detailed router is 2, for reference.
- Pins over their slew limit in the final report were tallied at 0.
- The area fraction of the largest cell type after synthesis is 82.8%.
- The total number of sequential cells is 0, for reference.
- Of the synthesized area, sequential elements account for 0%.
- The classification of the worst setup path is input pin to output pin, for reference.
- At the floorplan stage, the core utilization is reported as 15.0%.
- The cell area after layout is 1590 um2, for reference.
- The kind of start point of the critical path is an input pin, for reference.
- The maximum clock frequency is 848 MHz, for reference.
- Per the GRT congestion report, total overflow comes to 0.
- For this run, the detailed router's first-pass iteration total came to 2.
- After detailed routing, the number of vias per cell comes to 3.82.
- The standard-cell row count is 22, for reference.
- The largest net degree at the start of global routing is 11, for reference.
- The final antenna diode count is 0, for reference.
- Summed over all nets, the half-perimeter wirelength after detailed placement is 2500 um.
- The floorplan die width is 81 um, for reference.
- The cell count along the critical path is 5, for reference.
- The wire length of the first global-routing pass is 4140 um, for reference.
- The largest stage delay on the critical path is 0.29 ns, for reference.
- The number of hold-slack violations in the final timing report is 0, for reference.
- In the Yosys stats the netlist draws on 4 distinct library cells.
- For reference, the critical path cell chain is buf_12, buf_12, buf_12, mux2_4, buf_6.
- The total power per unit cell area is 392 nW/um2, for reference.
- Per the final layout report, the fraction of cells sized above drive strength 1 comes to 54.0%.
- The mean post-synth cell area is 15.1 um2, for reference.
- The detailed router placed 715 vias in this run.
- The post-synthesis cell count from yosys is 36, for reference.
- The core box area is 3630 um2, for reference.
- During synthesis, Yosys emitted a total of 0 warnings.
- For the worst setup path, the data arrival time is 0.98 ns.
- The area of the die is 6560 um2, for reference.
- After layout, the worst setup slack is -0.179 ns.
-- cells in the final DEF (no fill, tap or decap) --
cell type	netlist	routed
sky130_fd_sc_hd__buf_12	3	4
sky130_fd_sc_hd__buf_2	0	13
sky130_fd_sc_hd__dlymetal6s2s_1	0	4
sky130_fd_sc_hd__buf_16	0	2
sky130_fd_sc_hd__mux2_4	30	31
sky130_fd_sc_hd__clkdlybuf4s50_1	0	9
sky130_fd_sc_hd__dlygate4sd2_1	0	51
sky130_fd_sc_hd__mux2_2	2	1
sky130_fd_sc_hd__buf_4	0	1
sky130_fd_sc_hd__buf_6	1	23
-- Yosys cell counts --
cell type                instances
sky130_fd_sc_hd__mux2_2          2
sky130_fd_sc_hd__buf_6           1
sky130_fd_sc_hd__mux2_4         30
sky130_fd_sc_hd__buf_12          3
-- cell families after synthesis --
group,count (synthesis),synth area share [%]
buffers and inverters,4,13.1
muxes,32,86.9
-- final timing paths --
path	to	start
setup / recovery	Out[4]	Sel
hold / removal	Out[29]	In1[29]
-- routing by layer --
metal,vias up,track usage (%),routed length [um]
met5,-,0,0
met4,0,0,0
met3,0,2.78,350
met2,50,14.3,1450
met1,320,9.03,1080
li1,345,-,-
-- cell type report --
| type | instances | area, um2 |
|---|---|---|
| Timing Repair Buffer | 107 | 1050 |
| Tap cell | 48 | 60.1 |
| Fill cell | 357 | 2040 |
| Multi-Input combinational cell | 32 | 477 |
-- through the flow --
step / cells / total power, W
after floorplan: 36 / 0.000206
after global placement: 179 / 0.000656
after detailed placement: 179 / 0.000661
after CTS: 186 / 0.000614
after global routing: 187 / 0.000666
final: 187 / 0.000624
-- power groups by stage --
stage / combinational (W) / sequential (W) / clock, W
CTS: 0.000614 / 0 / 0
global route: 0.000666 / 0 / 0
finish: 0.000624 / 0 / 0
-- timing repair --
item | in CTS | in global routing
endpoints found under the setup margin | 32 | 32
setup buffers | 5 | 1
gates resized | 171 | 10
cloned | 2 | 0
pin swaps | 0 | 0
Power is estimated from default activity; no workload was simulated.

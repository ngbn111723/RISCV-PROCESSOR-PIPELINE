==> flow/design.v <==
`timescale 1ns / 1ps
module InstructionsMemory(
    input [31:0] Address,
    output reg [31:0] Instructions
    );
always @(*) begin
    case(Address)
    32'h00000000: Instructions = 32'b00000000000000001011000100110111;  
    32'h00000004: Instructions = 32'b10101010000000010000000100010011;  
    32'h00000008: Instructions = 32'b10101010101010100000001000110111;  
    32'h0000000c: Instructions = 32'b00000000000000000000000110110111;  
    32'h00000010: Instructions = 32'b00000001000000011110000110010011;  
    32'h00000014: Instructions = 32'b00000000010000011000000110010011;  
    32'h00000018: Instructions = 32'b00000000000100010000000100010011;  
    32'h0000001c: Instructions = 32'b00000000000000011010000000100011;  
    32'h00000020: Instructions = 32'b00000000001000011001000100100011;  
    32'h00000024: Instructions = 32'b00000000000000011010000010000011;  
    32'h00000028: Instructions = 32'b11111110010000001001011011100011;  
    32'h0000002c: Instructions = 32'b00000000000000000000001001101111;  
default: Instructions = 32'dz; 
    endcase
end
endmodule
==> flow/run.sh <==
#!/bin/bash
# OpenROAD 26Q1-2900-gdf79404cd8, Yosys 0.63+post, stock flow scripts
make -C /OpenROAD-flow-scripts/flow DESIGN_CONFIG=/design/flow/config.mk WORK_HOME=/design/flow/orfs finish
==> flow/config.mk <==
export PLATFORM = sky130hd
export DESIGN_NAME = InstructionsMemory
export DESIGN_NICKNAME = InstructionsMemory
export VERILOG_FILES = /design/flow/design.v
export SDC_FILE = /design/flow/constraint.sdc
export NUM_CORES = 4
export LEC_CHECK = 1
export CORE_AREA = 10 10 70 70
export DIE_AREA = 0 0 80 80
==> flow/constraint.sdc <==
current_design InstructionsMemory

set clk_period 3.4
set clk_io_pct 0.2

create_clock -name clk0 -period $clk_period

set non_clock_inputs [all_inputs -no_clocks]
set_input_delay [expr $clk_period * $clk_io_pct] -clock clk0 $non_clock_inputs
set_output_delay [expr $clk_period * $clk_io_pct] -clock clk0 [all_outputs]
==> results.toml <==
# generated from flow reports
[run]
maxCapViolations = 0
stage_log_warnings = 34

[grt]
wire_length_of_the_first_global_routing_pass_um = 3660
grt_start_max_net_pins = 10
grt_pass1_vias = 747
grt_total_ovfl = 0
grt_util_all_layers_pct = 6.90
grt_antenna_before_repair = 0

[routing]
drt_iter0_markers = 78
dr.pass1.iters = 4
ant_nets = 0
mean_routed_wirelength_per_cell_um = 12.9
post-route-drc-count = 0
route.detailed.vias_per_inst = 4.21
n_antenna_cell = 0
totalWireLength_um = 2440
num_vias = 795

[yosys]
post_synth_seq_share_pct = 0
yosysCellCount = 86
netlist_area_um2 = 534
synth_cell_types = 27
netlist_instances = 86
yosys_warnings = 2
yosys_area_um2 = 534
synth.avg_cell_area_um2 = 6.21

[timing]
final.hold.worst_slack_ns = 1.97
fin_setup_tns_ns = 0
max_freq_mhz = 297
final.setup.worst_slack_ns = 0.0337
setup-violations-final = 0
finalCritPeriodShare_pct = 99.0
rsz0062_at_grt = "yes"
finalWorstPathRequiredPeriod_ns = 3.37
timing.final.max_slew_violations = 0
hold_viol = 0

[placed_design]
dp_worst_setup_slack_ns = -0.152
gp_routability_congestion = 0.842
detailed_placement_wirelength_estimate_um = 2140
port_buffers = 60

[critical_path]
max_stage_delay_ns = 0.48
category_of_the_worst_setup_path_launch_point = "primary input"
worstSetupPathType = "in -> out"
critical_path_required_ns = 2.72
crit_path_top_delay_cell = "sky130_fd_sc_hd__clkdlybuf4s50_1"
critPathMostFrequentCell = "sky130_fd_sc_hd__clkdlybuf4s50_1"
critical_path.max_fanout = 8
path_cells = "clkdlybuf4s50_1, nor4_1, nand3_1, or3_4, buf_4, nor2_1, clkdlybuf4s50_1"
worst_ep_arrival_time_ns = 2.69
worst_setup_end_kind = "output pin"

[die]
design.die.area_um2 = 6400
floorplan_die_height_um = 80
row_count = 21
initCoreUtil_pct = 15.6
io_pins = 64
die_w_um = 80
coreArea_um2 = 3420

[final_layout]
final_core_utilization_pct = 35.2
final_layout_size_suffix_gt1_share_pct = 16.8
area.growth.synth_to_final_pct = 125
layout.area.seq_um2 = 0
layout_top_cells = "sky130_fd_sc_hd__clkdlybuf4s50_1 (42), sky130_fd_sc_hd__buf_4 (14), sky130_fd_sc_hd__dlygate4sd2_1 (13)"
ff_count = 0
layout_top_cell_excl_fill_tap = "sky130_fd_sc_hd__clkdlybuf4s50_1"
clock_buffers = 0

[power_and_ir_drop]
total_power_density_per_cell_area_nw_per_um2 = 61.8
p_leak_nw = 0.547
vdd.ir_drop.worst_mv = 0.0273
total_power_uw = 74.4

[run_status]
outcome = "finished, final reports clean"

[clocking]
hold_buf_cts = 0

[hold_path]
worst_hold_path_type = "in -> out"
## what timing repair did
item | in CTS | in global routing
pin swaps | 1 | 4
resized | 15 | 8
setup buffers | 0 | 4
setup endpoints to repair | 16 | 10
## final timing paths
path / startpoint / to / slack, ns / cells past startpoint
max: Address[22] / Instructions[22] / 0.03 / 7
min: Address[18] / Instructions[14] / 1.97 / 6
## report_power, final
part / leakage [nW] / switching [mW] / internal [mW] / total (mW)
combinational: 0.547 / 0.0303 / 0.0441 / 0.0744
sequential: 0 / 0 / 0 / 0
clock: 0 / 0 / 0 / 0
## layer usage
| metal | routed length [um] | global-route usage, % | vias up |
|---|---|---|---|
| li1 | - | - | 406 |
| met1 | 1070 | 8.50 | 344 |
| met2 | 1060 | 11.2 | 45 |
| met3 | 315 | 3.52 | 0 |
| met4 | 0 | 0 | 0 |
| met5 | 0 | 0 | - |
## stage by stage
| step | std cells | cell area (um2) |
|---|---|---|
| 2_1_floorplan | 88 | 542 |
| 3_3_place_gp | 185 | 1150 |
| 3_5_place_dp | 185 | 1150 |
| 4_1_cts | 185 | 1140 |
| 5_1_grt | 189 | 1200 |
| 6_report | 189 | 1200 |
## layout make-up
type	count	area (um2)
Fill cell	369	2210
Timing Repair Buffer	74	702
Multi-Input combinational cell	66	433
Tap cell	46	57.6
Inverter	3	11.3
## Yosys cell counts (all sizes together), types with 2 or more instances
library cell   n  area [um2]
inv            3        11.3
mux2i          2        20.0
nand2         12        45.0
a21oi          4        20.0
nand2b         3        18.8
o21ai          4        20.0
o211ai         3        22.5
nor3           5        25.0
nor2           9        33.8
buf           17         120
clkbuf         2        7.51
conb           2        7.51
nor4          10        96.4
## critical path: cells and delay by family
family        cells  cell delay [ns]
simple gates      4             0.94
buf+inv           3             1.06
## logic make-up after synthesis
| group | after synthesis | share of synthesized area, % |
|---|---|---|
| buf+inv | 22 | 26.0 |
| simple gates | 44 | 48.0 |
| mux | 2 | 3.75 |
| xor+xnor | 1 | 1.64 |
| compound gates | 15 | 19.2 |
| other cells | 2 | 1.41 |
No activity file was given, so power comes from the tool's default toggle rates.
